$ cat design/flow/config.mk
export PLATFORM = sky130hd
export DESIGN_NAME = ALU
export DESIGN_NICKNAME = ALU
export VERILOG_FILES = /design/flow/design.v
export SDC_FILE = /design/flow/constraint.sdc
export NUM_CORES = 4
export LEC_CHECK = 1
export CORE_UTILIZATION = 50
$ cat design/flow/design.v
`timescale 1ns / 1ps
module ALU(
    input  [31:0] ALUIn1,
    input  [31:0] ALUIn2,
    input  [ 2:0] ALUOp ,
    output [31:0] res
    );
	 assign res = (ALUOp == 3'b000)? ALUIn1 + ALUIn2 :
					  (ALUOp == 3'b001)? ALUIn1 - ALUIn2 :
					  (ALUOp == 3'b010)? ALUIn1 | ALUIn2 :
					  (ALUOp == 3'b011)? {ALUIn2[15:0], 16'h0000} :
					  (ALUOp == 3'b100)? ($signed(ALUIn1) == $signed(ALUIn2))? 32'd0 : ($signed(ALUIn1) > $signed(ALUIn2))? 32'd1 : ($signed(ALUIn1) < $signed(ALUIn2))? 32'd2 : 32'h00000000 :
					  32'h00000000;
endmodule
$ cat design/flow/constraint.sdc
current_design ALU

set clk_period 10.6
set clk_io_pct 0.2

create_clock -name clk0 -period $clk_period

set non_clock_inputs [all_inputs -no_clocks]
set_input_delay [expr $clk_period * $clk_io_pct] -clock clk0 $non_clock_inputs
set_output_delay [expr $clk_period * $clk_io_pct] -clock clk0 [all_outputs]
$ cat design/flow/run.sh
#!/bin/bash
# OpenROAD 26Q1-2900-gdf79404cd8, Yosys 0.63+post, stock flow scripts
make -C /OpenROAD-flow-scripts/flow DESIGN_CONFIG=/design/flow/config.mk WORK_HOME=/design/flow/orfs finish
==> changes_impl.md <==
## Implementation

* Worst-path fanout max at 7
* ANT cells at 0
* Syn Inst Count at around 710
* RSZ-0062 raised after global routing: no
* Pwr dens at 52.8 nW/um2
* Synth unique cells at 68
* Final core utilization at 0.631
* Post-cts sizing count at 0
* Sum Neg Setup Slack at 0 ns
* Max Cap Viol at 0
* Vias/cell at 6.08
* I/O pins at ~100
* HP Class: in2out
* Max VDD drop at approximately 32 uV
* Worst Setup SP: ALUIn2[5]
* Hold_buf cts at 0
* Yosys synthesis chip area at 4570 um2
* WL per Instance at around 18 um
* Initial antenna violation count at 2
* Initial Utilization at 0.519
* Die Ht at approximately 98 um
* Count of final max-slew check failures at 0
* Chip Area at 9530 um2
* Hold Path Sink: res[11]
* Crit path time final at between 8 and 9 ns
* Crit path capture type: primary output
* Total Wirelength at ~16000 um
* Vias at between 5000 and 6000
* Rel. slew slack at 0.351
* Seq cells at 0
* Number of global-route vias before repair at roughly 4800
* First-pass GRT wire length at 25600 um
* Slew at the pin with the worst max-slew slack at slightly below 1 ns
* Mapped cell area at roughly 4600 um2
* Leak at around 2.6 nW
* Register Area at 0 um2
* Detailed Routing Iterations Pass 1 at 27
* CP most frequent cell: clkdlybuf4s50_1
* Hold path depth at 5
* Sequential fraction of the synthesis area at 0
* Final tally of hold violations at 0
* Critical path's slowest cell: o41ai_1
* Final setup fails at 0
* Clk_buf instances at 0
* Most frequent cells in the layout: clkdlybuf4s50_1 (98), ha_1 (95), inv_1 (92)
* CP required at approximately 8.5 ns
* RePlAce Congestion at 1.02
* DRT iter0 DRCs at approximately 330
* Critical setup path kind: in2out
* Largest net degree at the start of global routing at roughly 73
* Hold path start: ALUIn1[11]
* Max stage delay on crit path at around 0.80 ns
* Fin crit share at 0.797
* Core ar. at around 9000 um2
* CP Cell Sequence: clkdlybuf4s50_1, inv_1, ha_1, nand2_1, a211oi_2, o41ai_1, o31ai_2, a41oi_2, o21ai_1, a31oi_1, mux2_2, a211oi_1, clkdlybuf4s50_1
* Top cell excl fill/tap: clkdlybuf4s50_1
* Critical Path Start Type: input port
* Hpwl dp at approximately 13000 um
* ANT nets after route at 0
* Chip width at roughly 98 um
* Gr usage total at 0.341
* Layout cells sized above 1 at 0.0258
* Setup Buffers After CTS at 0
* DRC at 0
* Filler Cell Count at around 800
* Crit path DAT at approximately 6.3 ns
* Port Buf Inserts at 99
* Synth warn at 0
* Run status: finished clean
* Average cell area after synthesis at about 6.4 um2
* Layout area overhead at 21.6%
* OpenROAD warning count at between 90 and 100
* Max Freq at 0.118 GHz
* Std cell rows at 34
* GRT overflow at 0
* Yosys Instances at around 710
==> worst max-delay path by stage <==
stage | to | slack, ns | depth (start not counted)
finish | res[26] | 2.15 | 13
CTS | res[26] | 2.32 | 13
global route | res[26] | 2.05 | 13
==> cells in the mapped netlist (3+ instances only) <==
library cell / count / area share
a2111oi_0: 3 / 0.0057
a211o_1: 3 / 0.0057
a211oi_1: 14 / 0.023
a21o_1: 9 / 0.015
a21oi_1: 76 / 0.083
a311oi_1: 3 / 0.0057
a31oi_1: 7 / 0.0096
and2_1: 3 / 0.0041
and3_1: 6 / 0.0082
buf_2: 7 / 0.0077
clkbuf_1: 26 / 0.021
ha_1: 95 / 0.26
inv_1: 92 / 0.076
mux2i_1: 5 / 0.011
nand2_1: 43 / 0.035
nand2b_1: 9 / 0.012
nand3_1: 8 / 0.0088
nor2_1: 76 / 0.062
nor2b_1: 13 / 0.018
nor3_1: 22 / 0.024
nor4_1: 3 / 0.0041
o211ai_1: 11 / 0.018
o21ai_0: 47 / 0.051
o21bai_1: 8 / 0.013
o22ai_1: 18 / 0.025
o31ai_1: 8 / 0.013
o41ai_1: 5 / 0.0096
or2_2: 3 / 0.0041
or3_1: 9 / 0.012
or4_1: 4 / 0.0066
xnor2_1: 18 / 0.034
xor2_1: 4 / 0.0077
==> cells by family (layout without fill, tap and decap cells) <==
family / count (synthesis) / in the layout / share of synthesized area
AND-OR/OR-AND: 246 / 246 / 0.348
AND/OR/NAND/NOR: 207 / 207 / 0.217
buffers and inverters: 131 / 196 / 0.111
adder cells (fa/ha/maj): 97 / 97 / 0.269
XOR/XNOR: 22 / 22 / 0.0422
multiplexers: 6 / 6 / 0.0134
==> critical path, delay by kind of cell <==
kind,cells,cell delay (ns)
compound gates,7,2.06
buf+inv,3,1.27
fa+ha+maj,1,0.37
mux,1,0.37
simple gates,1,0.14
==> cell type report <==
cell class	instances	area (um2)	share of cell area
inverter	94	353	0.0635
multi-input combinational	578	4060	0.731
tap	108	135	0.0243
timing repair buffer	102	1010	0.181
==> power breakdown <==
part	switching, mW	internal (mW)
Clock	0	0
Sequential	0	0
Combinational	0.162	0.132
==> per-layer routing <==
metal	vias to the layer above	share of wire	global-route usage
li1	2636	-	-
met1	2437	0.48	0.515
met2	270	0.42	0.506
met3	18	0.091	0.0659
met4	2	0.016	0.0536
met5	-	0.00082	0
==> metrics by stage <==
stage / cells / setup slack [ns] / total power [mW] / cell area (um2) / hold WS (ns)
2_1_floorplan: 709 / 4.08 / 0.180 / 4570 / 4.35
3_3_place_gp: 882 / 2.36 / 0.286 / 5560 / 5.36
3_5_place_dp: 882 / 2.32 / 0.287 / 5560 / 5.38
4_1_cts: 882 / 2.32 / 0.289 / 5560 / 5.38
5_1_grt: 882 / 2.05 / 0.322 / 5560 / 5.42
6_report: 882 / 2.15 / 0.293 / 5560 / 5.37
Power and IR drop assume default switching activity.
