==> flow/design.v <==
`timescale 1ns / 1ps
module Control(
    input  [5:0] op       ,
    input  [5:0] rb       ,
    output [0:0] RegWrite ,
    output [1:0] RegAddrOp,
    output [1:0] RegDataOp,
    output [0:0] MemWrite ,
    output [0:0] MemAddrOp,
    output [0:0] MemDataOp,
    output [0:0] ALUIn1Op ,
    output [1:0] ALUIn2Op ,
    output [2:0] PCOp     ,
    output [1:0] ExtOp    ,
    output [2:0] ALUOp
);
    wire add;
    wire sub;
    wire ori;
    wire lw ;
    wire sw ;
    wire beq;
    wire lui;
    wire jal;
    wire jr ;
    wire new;
    assign add = op == 6'b000000 && rb == 6'b100000;
    assign sub = op == 6'b000000 && rb == 6'b100010;
    assign ori = op == 6'b001101                   ;
    assign lw  = op == 6'b100011                   ;
    assign sw  = op == 6'b101011                   ;
    assign beq = op == 6'b000100                   ;
    assign lui = op == 6'b001111                   ;
    assign jal = op == 6'b000011                   ;
    assign jr  = op == 6'b000000 && rb == 6'b001000;
    assign new = op == 6'b111111 && rb == 6'b111111;
    assign RegWrite  = add? 1'b1 :
							  sub? 1'b1 :
							  ori? 1'b1 :
							  lw ? 1'b1 :
							  sw ? 1'b0 :
							  beq? 1'b0 :
							  lui? 1'b1 :
							  jal? 1'b1 :
							  jr ? 1'b0 :
							  new? 1'b0 : 1'b0;
    assign RegAddrOp = add? 2'b01 :
                       sub? 2'b01 :
                       ori? 2'b00 :
                       lw ? 2'b00 :
                       sw ? 2'b00 :
                       beq? 2'b00 :
                       lui? 2'b00 :
                       jal? 2'b10 :
                       jr ? 2'b00 :
                       new? 2'b11 : 2'b00;
    assign RegDataOp = add? 2'b00 :
                       sub? 2'b00 :
                       ori? 2'b00 :
                       lw ? 2'b01 :
                       sw ? 2'b00 :
                       beq? 2'b00 :
                       lui? 2'b00 :
                       jal? 2'b10 :
                       jr ? 2'b00 :
                       new? 2'b11 : 2'b00;
    assign MemWrite  = add? 1'b0 :
							  sub? 1'b0 :
							  ori? 1'b0 :
							  lw ? 1'b0 :
							  sw ? 1'b1 :
							  beq? 1'b0 :
							  lui? 1'b0 :
							  jal? 1'b0 :
							  jr ? 1'b0 :
							  new? 1'b0 : 1'b0;
    assign MemAddrOp = add? 1'b0 :
							  sub? 1'b0 :
							  ori? 1'b0 :
							  lw ? 1'b0 :
							  sw ? 1'b0 :
							  beq? 1'b0 :
							  lui? 1'b0 :
							  jal? 1'b0 :
							  jr ? 1'b0 :
							  new? 1'b1 : 1'b0;
    assign MemDataOp = add? 1'b0 :
							  sub? 1'b0 :
							  ori? 1'b0 :
							  lw ? 1'b0 :
							  sw ? 1'b0 :
							  beq? 1'b0 :
							  lui? 1'b0 :
							  jal? 1'b0 :
							  jr ? 1'b0 :
							  new? 1'b1 : 1'b0;
    assign ALUIn1Op  = add? 1'b0 :
							  sub? 1'b0 :
							  ori? 1'b0 :
							  lw ? 1'b0 :
							  sw ? 1'b0 :
							  beq? 1'b0 :
							  lui? 1'b0 :
							  jal? 1'b0 :
							  jr ? 1'b0 :
							  new? 1'b1 : 1'b0;
    assign ALUIn2Op  = add? 2'b00 :
                       sub? 2'b00 :
                       ori? 2'b01 :
                       lw ? 2'b01 :
                       sw ? 2'b01 :
                       beq? 2'b00 :
                       lui? 2'b01 :
                       jal? 2'b00 :
                       jr ? 2'b00 :
                       new? 2'b10 : 2'b00;
    assign PCOp      = add? 3'b000 :
                       sub? 3'b000 :
                       ori? 3'b000 :
                       lw ? 3'b000 :
                       sw ? 3'b000 :
                       beq? 3'b001 :
                       lui? 3'b000 :
                       jal? 3'b010 :
                       jr ? 3'b011 :
                       new? 3'b100 : 3'b000;
    assign ExtOp     = add? 2'b00 :
                       sub? 2'b00 :
                       ori? 2'b01 :
                       lw ? 2'b00 :
                       sw ? 2'b00 :
                       beq? 2'b00 :
                       lui? 2'b00 :
                       jal? 2'b00 :
                       jr ? 2'b00 :
                       new? 2'b10 : 2'b00;
    assign ALUOp     = add? 3'b000 :
                       sub? 3'b001 :
                       ori? 3'b010 :
                       lw ? 3'b000 :
                       sw ? 3'b000 :
                       beq? 3'b100 :
                       lui? 3'b011 :
                       jal? 3'b000 :
                       jr ? 3'b000 :
                       new? 3'b101 : 3'b000;
endmodule
==> flow/run.sh <==
#!/bin/bash
# OpenROAD 26Q1-2900-gdf79404cd8, Yosys 0.63+post, stock flow scripts
make -C /OpenROAD-flow-scripts/flow DESIGN_CONFIG=/design/flow/config.mk WORK_HOME=/design/flow/orfs finish
==> flow/config.mk <==
export PLATFORM = sky130hd
export DESIGN_NAME = Control
export DESIGN_NICKNAME = Control
export VERILOG_FILES = /design/flow/design.v
export SDC_FILE = /design/flow/constraint.sdc
export NUM_CORES = 4
export LEC_CHECK = 1
export CORE_AREA = 10 10 70 70
export DIE_AREA = 0 0 80 80
==> flow/constraint.sdc <==
current_design Control

set clk_period 1.6
set clk_io_pct 0.2

create_clock -name clk0 -period $clk_period

set non_clock_inputs [all_inputs -no_clocks]
set_input_delay [expr $clk_period * $clk_io_pct] -clock clk0 $non_clock_inputs
set_output_delay [expr $clk_period * $clk_io_pct] -clock clk0 [all_outputs]
==> flow_summary.yaml <==
# implementation run metrics
run_status:
  status: "complete, but fails checks"
  violations: "negative setup slack"
global_route:
  antenna_found_initial: 0
  grt-ovfl-total: 0
  grt_pass1_wl_mm: 2.82
  grt_max_degree: 9
  track_usage: 0.0517
  grt_pass1_vias: 573
route:
  firstDrtPassIters: 2
  drc_errors: 0
  post_drt_wl_per_cell_um: 12.9
  num_antenna_cells: 0
  drt-total-wl_mm: 1.87
  drt-initial-drc-count: 46
  viasPerCell: 3.83
  vias: 556
  ant_nets: 0
logic_synthesis:
  syn_area_um2: 277
  common_cells: "7 x buf_4, 5 x nor2_1, 4 x nand2_1"
  avgSynthCellArea_um2: 6.43
  synth_warnings: 0
  ys_seq_share: 0
  ys_cells: 43
  ys_area_um2: 277
  synth_top_area_share: 0.190
  largest_area_cell: "buf_4"
  area_leaders: "buf_4 19%, nand4_1 6.8%, nor2_1 6.8%"
  top_cell: "buf_4"
  synth_cell_type_count: 25
  syn_inst: 43
worst_setup_path:
  cp_slowest_stage_delay_ps: 580
  crit_path_top_delay_cell: "or4_4"
  worstPathArrival_ps: 1420
  cp_cell_sequence: "buf_6, nand4_1, or4_4, clkinv_4, buf_6, buf_6, buf_6"
  path_depth: 7
  critPathKind: "in -> out"
  crit_required_ps: 1280
  critPathBufInv: 5
  path_common_cell: "buf_6"
  cpLargestDelayFamily: "simple AND/OR/NAND/NOR gates"
  endpoint_kind: "output pin"
  start_kind: "input port"
  crit_path_max_fanout: 4
sta:
  setup-tns-final_ps: -1100
  setup_viol: 11
  hold_violations: 0
  holdWs_ps: 1010
  fmax_mhz: 574
  finalMaxSlewViolations: 0
  fin_crit_sh: 1.09
  fin_crit_ps: 1740
  rsz0062_at_grt: "true"
  worst_slack_ps: -142
  relSlewSlack: 0.810
  worst-slew-pin-transition_ps: 284
layout:
  regArea_um2: 0
  seq_cell_count: 0
  syn_to_final_growth_pct: 250
  layout.cells.non_filler: 145
  drive_gt1_frac: 0.778
  nFillCells: 352
  nClkBuffers: 0
  logic_area_um2: 327
power:
  p_comb_frac: 1.000
  intPower_uw: 90.4
  p_switching_uw: 61.1
  ir_drop_v: 0.0000543
  leakagePower_uw: 0.000486
  pwr_density_cell_nw_per_um2: 157
  switching_share: 0.403
  clkPwrFrac: 0
  p_seq_frac: 0
worst_hold_path:
  worstHoldPathCells: 4
  hold_end: "ALUOp[0]"
  hold_path_class: "in -> out"
  min_from: "rb[1]"
floorplan:
  num_io_pins: 31
  rows: 21
  die-area_um2: 6400
  fp-utilization: 0.0810
  die_y_um: 80
  core_area_um2: 3420
  die_w_um: 80
run:
  log.warning_count: 34
  maxCapViolations: 0
placed_design:
  gp_congestion: 0.833
  placedCellCount: 127
  portBuffers: 31
  dp_slack_ps: -881
  dp_hpwl_mm: 1.35
-- power by group through the flow --
stage / Sequential (µW) / Clock, µW / Combinational [µW]
finish: 0 / 0 / 151
global route: 0 / 0 / 161
CTS: 0 / 0 / 136
-- cell families after synthesis --
family | Yosys count | share of synthesized area
buffers and inverters | 9 | 0.222
AOI/OAI and AO/OA | 9 | 0.231
and+or+nand+nor | 25 | 0.548
-- how the worst max path moves through the flow --
| stage | from | endpoint | slack, ps |
|---|---|---|---|
| finish | op[4] | ExtOp[1] | -140 |
| global route | rb[5] | ExtOp[1] | -190 |
| CTS | rb[0] | RegDataOp[1] | -180 |
-- metrics by stage --
step	power [µW]	utilization	area, µm²
2_1_floorplan	24.6	-	277
3_3_place_gp	104	0.204	697
3_5_place_dp	104	0.204	697
4_1_cts	136	0.264	901
5_1_grt	161	0.283	967
6_report	151	0.283	967
-- placed cells by master (no fill, tap or decap) --
cell type,instances
buf_8,2
and2b_2,1
o221ai_4,1
o41ai_4,1
nor2_1,2
and3b_2,1
a31oi_1,1
a2bb2oi_1,1
buf_4,20
clkbuf_2,2
o21ai_2,1
o21ai_4,1
nand4_1,3
nand3_1,1
or4_4,1
a21o_1,1
buf_2,8
nor2_4,2
nand3_2,2
clkdlybuf4s15_1,1
clkinv_4,1
nor2_2,1
nor4b_1,1
o22a_1,1
a21oi_1,1
and4_1,1
dlygate4sd2_1,3
nand2b_1,1
nor3_4,1
nand2_2,2
buf_6,27
nor4b_4,1
inv_1,1
nor2b_4,1
nand2_1,3
-- area by class of cell --
type,count,share of cell area
Timing Repair Buffer,63,0.590
Multi-Input combinational cell,34,0.338
Tap cell,46,0.0595
Inverter,2,0.0129
-- what timing repair did --
item	CTS	global route
setup buffers	18	3
resized	138	19
endpoints found under the setup margin	19	14
pin swaps	15	7
gates cloned	0	0
hold buffers	0	0
-- layer usage --
layer / up-vias / routed length [µm] / global-route usage
li1: 272 / - / -
met1: 268 / 825 / 0.0627
met2: 16 / 944 / 0.0995
met3: 0 / 101 / 0.00568
met4: 0 / 0 / 0
met5: - / 0 / 0
Power and IR drop assume default switching activity.
